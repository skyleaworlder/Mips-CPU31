<file path="./run.sh">
#!/bin/bash
# OpenROAD 26Q1-2900-gdf79404cd8, Yosys 0.63+post, stock flow scripts
make -C /OpenROAD-flow-scripts/flow DESIGN_CONFIG=/design/flow/config.mk WORK_HOME=/design/flow/orfs finish
</file>
<file path="./config.mk">
export PLATFORM = sky130hd
export DESIGN_NAME = DMEM
export DESIGN_NICKNAME = DMEM
export VERILOG_FILES = /design/flow/design.v
export SDC_FILE = /design/flow/constraint.sdc
export NUM_CORES = 4
export LEC_CHECK = 1
export CORE_UTILIZATION = 40
</file>
<file path="./constraint.sdc">
current_design DMEM

set clk_period 7.6
set clk_io_pct 0.2

create_clock -name clk0 -period $clk_period [get_ports {clk}]

set non_clock_inputs [all_inputs -no_clocks]
set_input_delay [expr $clk_period * $clk_io_pct] -clock clk0 $non_clock_inputs
set_output_delay [expr $clk_period * $clk_io_pct] -clock clk0 [all_outputs]
</file>
<file path="./design.v">
`timescale 1ns / 1ps
module DMEM(
    input clk,
    input ena,
    input DM_W,
    input DM_R,
    input [10:0] DM_addr,
    input [31:0] DM_wdata,
    output [31:0] DM_rdata
    );
    reg [31:0] D_mem[0:31];
    always @(posedge clk) begin
        if (DM_W && ena) begin
            D_mem[DM_addr] <= DM_wdata;
        end
    end
    assign DM_rdata = (DM_R && ena) ? D_mem[DM_addr] : 32'bz;
endmodule
</file>
==> results.py <==
# Flow results
metrics = {
    "global_routing": {
        "grt_pass1_wl_mm": 135,
        "track_usage": 0.209,
        "grt_max_degree": 100,
        "first_global_vias": 20600,
        "overflow": 0,
        "antenna_found_initial": 0,
    },
    "worst_setup_path": {
        "crit_top_cell": "clkdlybuf4s50_1",
        "cp-start-kind": "input pin",
        "crit_buf_inv": 4,
        "cp-end-kind": "primary output",
        "cp_max_fo": 18,
        "path_cells": "clkdlybuf4s50_1 > buf_4 > nand4b_1 > buf_12 > o22ai_1 > nor4_1 > nand2_1 > clkdlybuf4s50_1",
        "critical-path-top-delay-family": "buffers and inverters",
        "worstPathRequired_ns": 6.08,
        "cp.arrival_ns": 5.11,
        "crit_path_max_incr_delay_ns": 0.96,
        "criticalPathCategory": "input pin to primary output",
        "worst_path_max_delay_cell": "clkdlybuf4s50_1",
    },
    "placement": {
        "place_ws_ns": 1.03,
        "hpwl_mm": 53.3,
        "io_buffers": 71,
        "dpl_cell_area_mm2": 0.0419,
        "gp_congestion": 0.843,
    },
    "synthesis": {
        "synth-async-reset-ratio": 0,
        "yosys_area_mm2": 0.0391,
        "ys_seq_elements": 1024,
        "synth_area_mm2": 0.0391,
        "ys_cells": 2077,
        "synth-main-ff-cell": "edfxtp_1",
        "synth_cell_types": 24,
        "avgSynthCellArea_um2": 18.8,
        "ys_seq_share": 0.786,
        "syn_inst": 2077,
        "edf_count": 1024,
        "yosysWarningCount": 2,
    },
    "floorplan": {
        "io_pins": 79,
        "fp_util": 0.404,
        "fp-row-count": 114,
        "die_h_um": 315,
        "die_area_mm2": 0.0990,
        "die_x_um": 315,
        "core_area_mm2": 0.0967,
    },
    "power_and_ir_drop": {
        "swShare": 0.206,
        "p_comb_frac": 0.047,
        "ir_drop_v": 0.000173,
        "clockPowerShare": 0.400,
        "power.leakage_uw": 0.0152,
        "powerDensity_mw_per_mm2": 252,
        "seq_power_share": 0.554,
        "p_int_uw": 8990,
        "power_uw": 11300,
        "p_sw_uw": 2320,
    },
    "run": {
        "cap_viol_max_count": 0,
        "warnings": 33,
    },
    "detailed_routing": {
        "drc": 0,
        "firstDrtPassIters": 4,
        "vias": 19500,
        "route.met3.wl_mm": 15.7,
        "wirelength_mm": 93.6,
        "wl_met2_mm": 44.1,
        "antenna_left": 0,
        "diodes": 0,
        "top_layer": "met4",
        "met1_length_mm": 31.1,
        "viasPerCell": 5.46,
        "drtIter0Drc": 1146,
        "wl_per_cell_um": 26.2,
    },
    "finish": {
        "layout-drive-gt1-share": 0.121,
        "seq_area_mm2": 0.0307,
        "top_register": "D_mem",
        "combGateArea_mm2": 0.00797,
        "reg_top3": "D_mem: 1024 flops",
        "largest_reg_flops": 1024,
        "fillers": 7887,
        "final_area_mm2": 0.0449,
        "syn_to_final_growth_pct": 14.7,
    },
    "worst_hold_path": {
        "hold_class": "input pin to flop",
        "worstHoldPathCells": 2,
        "hold_start": "DM_wdata[26]",
        "hold-path-endpoint": "D_mem[8][26]",
    },
    "final_timing": {
        "finalMaxSlewViolations": 0,
        "final_min_period_over_clock_period": 0.873,
        "setup_slack_ns": 0.967,
        "rsz0062_at_grt": "no",
        "worst_hold_slack_ns": 1.68,
        "finalCriticalPeriod_ns": 6.63,
        "hold_viol_final": 0,
        "max_freq_mhz": 151,
        "maxSlewHeadroom": 0.323,
        "worstMarginPinSlew_ns": 1.01,
        "finalSetupViolCount": 0,
        "tns_ns": 0,
    },
    "cts": {
        "clkTransAtPathRegs_ns": 0.06,
        "cts_buffers": 98,
        "cts_setup_buffers": 0,
        "cts_tree": "yes",
        "clockRootBuffer": "clkbuf_16",
        "cts_resized": 0,
        "ctsHoldBuffers": 0,
        "clock_path_buffers": 3,
        "h-tree-depth": 3,
        "cts_sinks": 1024,
    },
    "outcome": {
        "status": "complete, no violations",
    },
}
-- layout by cell type (no fill, tap or decap), drive strengths merged --
cell type,synthesis,final
clkdlybuf4s50,0,70
nand4b,5,5
mux2i,512,512
or4,1,1
or3b,2,2
buf,108,103
nor2,30,30
nor4,64,64
clkinv,0,42
bufinv,0,4
or4b,4,4
edfxtp,1024,1024
nand2,36,36
o22ai,256,256
or3,2,2
clkbuf,18,129
nand3,1,1
nand4,2,2
inv,0,4
nor3,4,4
nand3b,2,2
nand4bb,6,6
clkinvlp,0,2
-- cells in the mapped netlist (2+ instances only) --
master / instances / area, um2
buf_2: 90 / 450
buf_4: 2 / 15.0
buf_6: 15 / 169
clkbuf_1: 16 / 60.1
clkbuf_2: 2 / 10.0
edfxtp_1: 1024 / 30700
mux2i_1: 512 / 5120
nand2_1: 36 / 135
nand3b_1: 2 / 15.0
nand4_1: 2 / 12.5
nand4b_1: 5 / 43.8
nand4bb_1: 6 / 67.6
nor2_1: 30 / 113
nor3_1: 4 / 20.0
nor4_1: 64 / 400
o22ai_1: 253 / 1580
o22ai_2: 3 / 37.5
or3_1: 2 / 12.5
or3b_2: 2 / 17.5
or4b_1: 2 / 20.0
or4b_4: 2 / 27.5
-- power groups by stage --
stage / Combinational, uW / Clock (uW) / Sequential (uW)
CTS: 536 / 4600 / 6260
finish: 528 / 4520 / 6260
global route: 572 / 4820 / 6260
-- worst max path at each step --
| stage | endpoint | from | slack [ns] | cells after the start |
|---|---|---|---|---|
| after CTS | DM_rdata[23] | DM_addr[3] | 1.01 | 7 |
| after global routing | DM_rdata[15] | DM_addr[4] | 0.80 | 8 |
| final | DM_rdata[15] | DM_addr[4] | 0.97 | 8 |
-- stage by stage --
stage          utilization  cells
3_5_place_dp         0.433   3400
2_1_floorplan            -   2077
3_3_place_gp         0.433   3400
4_1_cts              0.464   3581
6_report             0.464   3581
5_1_grt              0.464   3581
-- logic make-up after synthesis --
family / share of synthesized area
buffers and inverters: 0.0184
muxes: 0.131
DFF: 0.786
and+or+nand+nor: 0.0230
AOI/OAI and AO/OA: 0.0414
-- per-layer routing --
metal,vias up,track usage
li1,8785,-
met1,9536,0.246
met2,1086,0.308
met3,138,0.162
met4,0,0.0493
met5,-,0
-- final cells by class --
cell class                 instances  share of cell area
clock inverter                    52             0.00954
timing repair buffer             173              0.0344
clock buffer                     129              0.0573
sequential                      1024               0.685
tap                             1276              0.0356
multi-input combinational        927               0.178
Power and IR drop assume default switching activity.
